File: ./design.v
`timescale 1ns/10ps   
module ThreePhasePWM(
    input wire clk,
    input wire rst,
    input wire en,   
    input wire [7:0] duty_cycle,
    output wire pwm1_out,
    output wire pwm1_comp_out,
    output wire pwm2_out,
    output wire pwm2_comp_out,
    output wire pwm3_out,
    output wire pwm3_comp_out
);
    wire [7:0] corrected_duty_cycle;
    wire cmp1_out, cmp2_out;
    wire latch1_q, latch2_q;
    wire [7:0] count1, count2, count3;
    wire pwm1_raw, pwm2_raw, pwm3_raw;
    DeadTimeGenerator dtg1(
        .clk(clk),
        .pwm_in(pwm1_raw),
        .pwm_out(pwm1_out),   
        .comp_pwm_out(pwm1_comp_out)
    );
    DeadTimeGenerator dtg2(
        .clk(clk),
        .pwm_in(pwm2_raw),
        .pwm_out(pwm2_out),   
        .comp_pwm_out(pwm2_comp_out)
    );
    DeadTimeGenerator dtg3(
        .clk(clk),
        .pwm_in(pwm3_raw),
        .pwm_out(pwm3_out),   
        .comp_pwm_out(pwm3_comp_out)
    );
    DutyCycleCorrector dcc (
        .duty_cycle_in(duty_cycle),
        .duty_cycle_out(corrected_duty_cycle)
    );
    PWM PWM1(
        .clk(clk),
        .rst(rst),
        .en(en),   
        .duty_cycle(corrected_duty_cycle),   
        .pwm_out(pwm1_raw)   
    );
    PWM PWM2(
        .clk(clk),
        .rst(rst),
        .en(latch1_q & en),   
        .duty_cycle(corrected_duty_cycle),   
        .pwm_out(pwm2_raw)   
    );
    PWM PWM3(
        .clk(clk),
        .rst(rst),
        .en(latch2_q & en),   
        .duty_cycle(corrected_duty_cycle),   
        .pwm_out(pwm3_raw)   
    );
    assign count1 = PWM1.count;
    assign count2 = PWM2.count;
    assign count3 = PWM3.count;
    OneThirdComparator cmp1(
        .count(count1),
        .cmp_out(cmp1_out)
    );
    OneThirdComparator cmp2(
        .count(count2),
        .cmp_out(cmp2_out)
    );
    SR_latch latch1(
        .en(en),
        .rst(rst),
        .S(cmp1_out),
        .R(1'b0),
        .Q(latch1_q)
    );
    SR_latch latch2(
        .en(en),
        .rst(rst),
        .S(cmp2_out),
        .R(1'b0),
        .Q(latch2_q)
    );
endmodule
module DutyCycleCorrector(
    input wire [7:0] duty_cycle_in,
    output wire [7:0] duty_cycle_out
);
    assign duty_cycle_out = 8'hFF - duty_cycle_in;
endmodule
module OneThirdComparator(
    input wire [7:0] count,
    output wire cmp_out
);
    assign cmp_out = (count >= 8'd85) ? 1 : 0;   
endmodule
module SR_latch(
    input en, rst, S, R, 
    output reg Q
    ); 
    always@(*)
        begin 
            if(rst) Q <= 1'b0;
            else if(en) begin
                case({S,R})
                    2'b00 : Q <= Q;
                    2'b01 : Q <= 1'b0;
                    2'b10 : Q <= 1'b1;
                    default : Q <= 1'bx;
                endcase
            end    
        end
endmodule
module PWM(
    input wire clk,
    input wire rst,
    input wire en,   
    input wire [7:0] duty_cycle,
    output wire pwm_out,
    output wire [7:0] count   
);
    wire cmp_out;
    UpCounter u1(
        .clk(clk),
        .rst(rst),
        .en(en),   
        .count(count)   
    );
    Comparator c1(
        .duty_cycle(duty_cycle),
        .count(count),
        .cmp_out(cmp_out)
    );
    DFlipFlop d1(
        .clk(clk),
        .rst(rst),
        .d(cmp_out),
        .q(pwm_out)
    );
endmodule
module Comparator(
    input wire [7:0] duty_cycle,
    input wire [7:0] count,
    output wire cmp_out
);
    assign cmp_out = (count > duty_cycle) ? 1 : 0;   
endmodule
module UpCounter(
    input wire clk,
    input wire rst,
    input wire en,   
    output wire [7:0] count
);
    reg [7:0] count_reg;
    assign count = count_reg;
    always @(posedge clk or posedge rst) begin
        if (rst)
            count_reg <= 8'b0;
        else if (en)   
            if (count_reg == 8'b11111111)
                count_reg <= 8'b0;
            else
                count_reg <= count_reg + 1;
    end
endmodule
module DFlipFlop(
    input wire clk,
    input wire rst,
    input wire d,
    output reg q
);
    always @(posedge clk or posedge rst) begin
        if (rst)
            q <= 0;
        else
            q <= d;
    end
endmodule
module DeadTimeGenerator(
    input wire clk,
    input wire pwm_in,
    output wire pwm_out,
    output wire comp_pwm_out
);
    wire dff1_out, dff2_out, dff3_out, dff4_out;
    DFlipFlop dff1(
        .clk(clk),
        .rst(1'b0),   
        .d(pwm_in),
        .q(dff1_out)
    );
    DFlipFlop dff2(
        .clk(clk),
        .rst(1'b0),
        .d(dff1_out),
        .q(dff2_out)
    );
    DFlipFlop dff3(
        .clk(clk),
        .rst(1'b0),
        .d(dff2_out),
        .q(dff3_out)
    );
    DFlipFlop dff4(
        .clk(clk),
        .rst(1'b0),
        .d(dff3_out),
        .q(dff4_out)
    );
    assign pwm_out = pwm_in & dff4_out;
    assign comp_pwm_out = ~(pwm_in | dff4_out);
endmodule
File: ./config.mk
export PLATFORM = sky130hd
export DESIGN_NAME = ThreePhasePWM
export DESIGN_NICKNAME = ThreePhasePWM
export VERILOG_FILES = /design/flow/design.v
export SDC_FILE = /design/flow/constraint.sdc
export NUM_CORES = 4
export LEC_CHECK = 1
export CORE_AREA = 10 10 77 77
export DIE_AREA = 0 0 87 87
File: ./run.sh
#!/bin/bash
# OpenROAD 26Q1-2900-gdf79404cd8, Yosys 0.63+post, stock flow scripts
make -C /OpenROAD-flow-scripts/flow DESIGN_CONFIG=/design/flow/config.mk WORK_HOME=/design/flow/orfs finish
File: ./constraint.sdc
current_design ThreePhasePWM

set clk_period 1.5
set clk_io_pct 0.2

create_clock -name clk0 -period $clk_period [get_ports {clk}]

set non_clock_inputs [all_inputs -no_clocks]
set_input_delay [expr $clk_period * $clk_io_pct] -clock clk0 $non_clock_inputs
set_output_delay [expr $clk_period * $clk_io_pct] -clock clk0 [all_outputs]
==> changes_impl.md <==
## Implementation

* Outcome: finished clean
* Layout cells sized above 1 at 22.5%
* Area Growth Syn to Fin at 41.2%
* Final cycle utilization of the critical path at 97.2%
* Worst EP required at 1630 ps
* Synthesis area per yosys at 708 um2
* Worst-Skew Late Latency at 240 ps
* Synth cell types at 25
* RSZ-0062 raised after global routing: yes
* Reg-to-reg critical path startpoint: PWM1.u1.count_reg[6]
* Dominant cell area share at 31.8%
* Global-route wire length before repair at 2530 um
* Endpoints failing hold at 0
* Post-DR wirelength/cell at 10.4 um
* Die ar. at 7570 um2
* Fill count at 442
* Antenna cells at 0
* Core Footprint at 4350 um2
* Placed Cells at 133
* Cells along the critical path: clkdlybuf4s50_1 > ha_1 > and4_4 > a21boi_2 > o31a_1
* H-tree lvl count at 1
* Worst path slowest cell: clkdlybuf4s50_1
* RR Endpoint: PWM1.d1.q
* # port buffers at 12
* Setup violations, final at 0
* Post-synthesis cell count at 68
* Flop area at 305 um2
* DRT iter0 DRCs at 45
* DRC at 0
* Crit end category: register
* Placer Congestion at 0.832
* Max cap viols at 0
* Final core occ at 23.0%
* Slew Viols, Final at 0
* Final Skew at 4.82 ps
* CTS clk-pin slew, worst paths at 60 ps
* Routed Antenna Nets at 0
* Vias post-DR at 521
* Post-synth EDFFs at 0
* Synthesized flop and latch total at 13
* Cells taking the most area after synthesis: dfrtp_1 32%, ha_1 16%, dfxtp_1 11%
* Worst vdd ir at 0.000322 V
* Routed Wire Length at 1460 um
* Main synth FF type: dfrtp_1
* Clk sinks at 13
* Synth Warn # at 8
* Via/cell ratio at 3.70
* Area leader, netlist: dfrtp_1
* WP data arrival at 1580 ps
* Register area share after synthesis at 43.1%
* P_leak at 0.454 nW
* Max stage delay on crit path at 410 ps
* Die width at 87 um
* IO Count at 17
* Total iterations of the first detailed-routing run at 4
* Crit path max fanout at 2
* HPWL Detailed at 1210 um
* Num rows at 24
* Max reg flops at 8
* Total GRT Usage at 4.10%
* Initial Util at 16.3%
* Syn_area_per_cell at 10.4 um2
* Pwr Density at 1550 nW/um2
* Clk buf depth at 2
* Die Y at 87 um
* Global route overflow at 0
* Clk root buf: clkbuf_8
* Non-Filler Instances at 141
* Post-synth ARST share at 69.2%
* Fin crit period at 1460 ps
* Logic area at 384 um2
* Worst R2R Setup Slack at 60 ps
* CTS tree: yes
* Total CTS buffers at 3
* Area of the mapped netlist at 708 um2
* Vias in the first global route at 566
* CP startpoint kind: input pin
* Min-delay worst type: input pin to async pin
* Crit path kind: input pin to register
* Fmax at 686 MHz
* Largest net degree at the start of global routing at 10
* Post-synth top cells: 9 x dfrtp_1, 9 x ha_1, 5 x nor2_1, 5 x xnor2_1
* Reg2reg path depth at 4
* Tool warnings at 27
* Initial antenna violation count at 0
* Yosys cell count at 68
-- cell families after synthesis --
| family | synth area share (%) |
|---|---|
| and+or+nand+nor | 13.3 |
| DFF | 43.1 |
| AOI/OAI and AO/OA | 11.0 |
| adders and majority gates | 15.9 |
| buffers and inverters | 7.95 |
| xor gates and xnor gates | 6.18 |
| other | 1.06 |
| muxes | 1.59 |
-- repair_timing --
action / 4_1_cts / 5_1_grt
hold buffers: 0 / 0
gates resized: 3 / 8
setup buffers: 1 / 3
endpoints found under the setup margin: 3 / 2
pin swaps: 1 / 9
-- metrics by stage --
step                      instance area, um2  hold slack [ps]  TNS (ps)  worst slack, ps  power (mW)
after floorplan                          716              128         0              167       0.928
after global placement                   890              317      -302             -287        1.09
after detailed placement                 890              312      -336             -305        1.12
after CTS                                945              327     -1.92            -1.92        1.45
after global routing                    1000              338     -6.27            -6.27        1.69
final                                   1000              321         0             42.1        1.55
-- how the worst max path moves through the flow --
stage | from | endpoint | slack (ps) | cells past startpoint
6_report | duty_cycle[6] | PWM1.d1.q | 40 | 5
5_1_grt | duty_cycle[4] | PWM1.d1.q | -6 | 5
4_1_cts | duty_cycle[1] | PWM1.d1.q | -2 | 6
-- metal layers --
metal	vias up	GRT usage [%]	share of wire [%]
li1	270	-	-
met5	-	0	0
met1	233	4.67	43
met2	16	7.20	49
met3	2	1.60	7.3
met4	0	0.589	0.55
-- cells in the final DEF (no fill, tap or decap) --
master           count
a211oi_2             1
a21boi_2             1
a21oi_1              2
a32oi_1              1
and2_1               1
and2_4               1
and4_1               1
and4_4               2
buf_4                8
clkbuf_8             3
clkdlybuf4s50_1      9
clkinv_2             1
conb_1               4
dfrtp_1              9
dfxtp_1              4
dlygate4sd2_1        1
dlymetal6s2s_1       2
ha_1                 8
ha_4                 1
inv_1                4
mux2_2               1
nand2_1              3
nand3_1              2
nand4_1              1
nor2_1               5
nor2b_1              1
o21ai_0              1
o21ai_1              2
o21ai_2              1
o31a_1               1
o31ai_1              2
xnor2_1              5
-- cell type report --
type                       instances  share of cell area [%]
sequential                        13                    30.5
inverter                           4                    1.50
clock inverter                     1                   0.501
multi-input combinational         48                    38.4
clock buffer                       3                    4.13
tap                               52                    6.51
timing repair buffer              20                    18.4
-- power breakdown --
group	total, mW	switching [mW]	internal, mW
Sequential	0.620	0.122	0.498
Clock	0.303	0.120	0.183
Combinational	0.629	0.256	0.373
Total	1.55	0.497	1.05
-- critical path: cells and delay by family --
kind	cells	cell delay [ps]
AOI/OAI and AO/OA	2	400
and+or+nand+nor	1	180
adders and majority gates	1	290
buffers and inverters	1	410
Power and IR drop assume default switching activity.
